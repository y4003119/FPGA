==> /design/flow/design.v <==
`timescale 1ns / 1ps
module i2c_phy#(
parameter       IIC_F100K = 10'd500,             
parameter       IIC_F400K = 10'd125             
)(
input                   clk_50m,
input                   rst_n,
input           [1:0]   cmd,
input           [15:0]  addr_and_data,
input           [6:0]   device_addr,
output     reg          done,
output     reg  [7:0]   rd_data,
inout                   SDA,
inout                   SCL                      
);
localparam      IIC_F4_1 = IIC_F100K / 4 -1;                         
localparam      IIC_F4_2 = (IIC_F100K / 4) *2 -1;                    
localparam      IIC_F4_3 = (IIC_F100K / 4) *3 -1;                    
localparam      IIC_F4_4 = IIC_F100K -1;                             
localparam      DELAY = 1000;            
reg         [8:0]   st;
reg         [8:0]   back_st;
reg         [15:0]  delay_cnt;
reg         [9:0]   count; 
reg                 ack;
reg         [7:0]   send_data;
reg         [8:0]   send_data_1; 
reg         [7:0]   n;  
reg                 sel_sda, reg_sda;
reg                 sel_scl, reg_scl;
assign  SDA = sel_sda ? reg_sda : 1'bz;
assign  SCL = sel_scl ? reg_scl : 1'bz;
always @ (posedge clk_50m)
if(!rst_n)
begin
    st <= 0;
    back_st <= 0;
    delay_cnt <= 0;
    count <= 0;
    ack <= 0;
    sel_sda <= 0;
    sel_scl <= 0;
    reg_sda <= 0;
    reg_scl <= 0;
    done <= 0;
    rd_data <= 0;
    send_data <= 0;
    send_data_1 <= 0;
end
else if(cmd == 2'b01)                    
begin
case(st)
0:
begin
    st <= 1;  
    back_st <= 0;
    delay_cnt <= 0;
    count <= 0;
    ack <= 1;
    sel_sda <= 1;
    sel_scl <= 1;
    reg_sda <= 1;
    reg_scl <= 1;
    done <= 0;
    rd_data <= 0;
    send_data <= 0;
    send_data_1 <= 0;
    n <= 8'd9;
end
1:
begin
    sel_sda <= 1;
    sel_scl <= 1;
    if(count == 0) 
        reg_scl <= 1'b1;
    else if(count == IIC_F4_2)
        reg_scl <= 1'b0;
    if(count == 0)
        reg_sda <= 0;
    if(count == IIC_F4_3 - 1)
    begin
        count <= 0;
        st <= 2;
    end
    else
        count <= count +1;
end
2:
begin
    send_data <= {device_addr, 1'b0};                         
    st <= 22;
    back_st <= 3;
end
3: 
begin
    send_data <= {addr_and_data[15:9],1'b0};                         
    st <= 22;
    back_st <= 4;
end
4:
begin
    send_data_1 <= addr_and_data[8:0];                         
    st <= 33;
    back_st <= 5;
end
5:
begin
    sel_sda <= 1'b1;
    if(count == 0)
        reg_scl <= 1'b0;
    else if(count == IIC_F4_1)
        reg_scl <= 1'b1;  
    if(count == 0)
        reg_sda <= 1'b0;
    else if(count == IIC_F4_2)
        reg_sda <= 1'b1;
     if(count == IIC_F4_4 - 1)
     begin
        sel_scl <= 1'b1;
        sel_sda <= 1'b1;
        count <= 0;
        st <= 6;
     end
     else
        count <= count +1;
end
6:
begin
    if(delay_cnt == DELAY -1)                
    begin
        delay_cnt <= 0;
        done <= 1;
        st <= 7;
    end
    else
        delay_cnt <= delay_cnt +1;
end
7:
begin
    done <= 0;
    st <= 0;
end
22, 23, 24, 25, 26, 27, 28, 29:
begin
    sel_sda <= 1;
    reg_sda <= send_data[29 - st];
    if(count == 0)
        reg_scl <= 1'b0;
    else if(count == IIC_F4_1 )
        reg_scl <= 1'b1;
    else if(count == IIC_F4_3)
        reg_scl <= 1'b0;
    if(count == IIC_F4_4)
    begin
        count <= 0;
        st <= st +1;
    end
    else
        count <= count +1;
end
33:
begin
    sel_sda <= 1;
    reg_sda <= send_data_1[n-1];
    if(count == 0)
        reg_scl <= 1'b0;
    else if(count == IIC_F4_1 )
        reg_scl <= 1'b1;
    else if(count == IIC_F4_3)
        reg_scl <= 1'b0;
    if(count == IIC_F4_4)
    begin
        count <= 0;
    end
    if(n == 1)begin
        st <= 30;
    end
    else
        count <= count +1;
        n <= n-1;
        st <= st;
end
30:
begin
    sel_sda <= 1'b0;
    reg_sda <= 1'b1;
    if(count == IIC_F4_2 +1)
        ack <= SDA;
    if(count == 0)
        reg_scl <= 1'b0;
    else if(count == IIC_F4_1)
        reg_scl <= 1'b1;
    else if(count == IIC_F4_3)
        reg_scl <= 1'b0;
    if(count == IIC_F4_4 - 2)
    begin
        count <= 0;
        st <= 31;
    end
    else
        count <= count +1;
end
31:
begin
    if(!ack)begin
        st <= back_st;
    end
    else
        st <= 0;                         
end
default: st <= 0;
endcase
end 
else if(cmd == 2'b10)                    
begin
case(st)
0:
begin
    st <= 1;  
    back_st <= 0;
    delay_cnt <= 0;
    count <= 0;
    ack <= 1;
    sel_sda <= 1;
    sel_scl <= 1;
    reg_sda <= 1;
    reg_scl <= 1;
    done <= 0;
    rd_data <= 0;
    send_data <= 0;
end
1:
begin
    sel_sda <= 1;
    sel_scl <= 1;
    if(count == 0) 
        reg_scl <= 1'b1;
    else if(count == IIC_F4_2)
        reg_scl <= 1'b0;
    if(count == 0)
        reg_sda <= 0;
    if(count == IIC_F4_3 - 1)
    begin
        count <= 0;
        st <= 2;
    end
    else
        count <= count +1;
end
2:
begin
    send_data <= {device_addr, 1'b0};                         
    st <= 22;
    back_st <= 3;
end
3: 
begin
    send_data <= addr_and_data[15:9];                         
    st <= 22;
    back_st <= 4;
end
4:
begin
    sel_sda <= 1'b1;
    sel_scl <= 1'b1;
    if(count == 0)
        reg_scl <= 1'b0;
    else if(count == IIC_F4_1 )
        reg_scl <= 1'b1;
    else if(count == IIC_F4_3 )
        reg_scl <= 1'b0;
    if(count == 0)
        reg_sda <= 1'b1;
    else if(count == IIC_F4_2 )
        reg_sda <= 1'b0;
    if(count == IIC_F4_4 -1)
    begin
        count <= 0;
        st <= 5;
    end
    else
        count <= count +1;
end
5: 
begin
    send_data <= {device_addr, 1'b1};                         
    st <= 22;
    back_st <= 6;
end
6:
begin
    send_data <= 0;
    st <= 13;
    back_st <= 7;
end
7:
begin
    sel_sda <= 1'b1;
    if(count == 0)
        reg_scl <= 1'b0;
    else if(count == IIC_F4_1)
        reg_scl <= 1'b1;  
    if(count == 0)
        reg_sda <= 1'b0;
    else if(count == IIC_F4_2)
        reg_sda <= 1'b1;
     if(count == IIC_F4_4 - 1)
     begin
        sel_scl <= 1'b1;
        sel_sda <= 1'b1;
        count <= 0;
        st <= 8;
     end
     else
        count <= count +1;
end
8:
begin
    if(delay_cnt == DELAY -1)                
    begin
        delay_cnt <= 0;
        done <= 1;
        st <= 9;
    end
    else
        delay_cnt <= delay_cnt +1;
end
9:
begin
    done <= 0;
    st <= 0;
end
22, 23, 24, 25, 26, 27, 28, 29:
begin
    sel_sda <= 1;
    reg_sda <= send_data[29 - st];
    if(count == 0)
        reg_scl <= 1'b0;
    else if(count == IIC_F4_1 )
        reg_scl <= 1'b1;
    else if(count == IIC_F4_3)
        reg_scl <= 1'b0;
    if(count == IIC_F4_4)
    begin
        count <= 0;
        st <= st +1;
    end
    else
        count <= count +1;
end
30:
begin
    sel_sda <= 1'b0;
    reg_sda <= 1'b1;
    if(count == IIC_F4_2 +1)
        ack <= SDA;
    if(count == 0)
        reg_scl <= 1'b0;
    else if(count == IIC_F4_1)
        reg_scl <= 1'b1;
    else if(count == IIC_F4_3)
        reg_scl <= 1'b0;
    if(count == IIC_F4_4 - 2)
    begin
        count <= 0;
        st <= 31;
    end
    else
        count <= count +1;
end
31:
begin
    if(!ack)
        st <= back_st;
    else
        st <= 0;                         
end
13, 14, 15, 16, 17, 18, 19, 20:
begin
    sel_sda <= 1'b0; 
    if(count == IIC_F4_2)
        rd_data[20-st] <= SDA;
    if(count == 0)
        reg_scl <= 1'b0;
    else if( count == IIC_F4_1)
        reg_scl <= 1'b1;
    else if( count == IIC_F4_3)
        reg_scl <= 1'b0;
    if(count == IIC_F4_4)
    begin
        count <= 0;
        st<= st +1;
    end
    else
        count <= count +1;
end
21:
begin
    sel_sda <= 1'b1;
    reg_sda <= 1'b1;
    if(count == 0)
        reg_scl <= 1'b0;
    else if( count == IIC_F4_1)
        reg_scl <= 1'b1;
    else if( count == IIC_F4_3)
        reg_scl <= 1'b0;
    if(count == IIC_F4_4)
        begin
            count <= 0;
            st<= back_st;
        end
        else
            count <= count +1;
end
default:    st <= 0;
endcase
end
else
begin
    st <= 0;
    back_st <= 0;
    delay_cnt <= 0;
    count <= 0;
    ack <= 1;
    sel_sda <= 0;
    sel_scl <= 0;
    reg_sda <= 1;
    reg_scl <= 1;
    done <= 0;
    rd_data <= 0;
    send_data <= 0;
end
endmodule
==> /design/flow/run.sh <==
#!/bin/bash
# OpenROAD 26Q1-2900-gdf79404cd8, Yosys 0.63+post, stock flow scripts
make -C /OpenROAD-flow-scripts/flow DESIGN_CONFIG=/design/flow/config.mk WORK_HOME=/design/flow/orfs finish
==> /design/flow/config.mk <==
export PLATFORM = sky130hd
export DESIGN_NAME = i2c_phy
export DESIGN_NICKNAME = i2c_phy
export VERILOG_FILES = /design/flow/design.v
export SDC_FILE = /design/flow/constraint.sdc
export NUM_CORES = 4
export LEC_CHECK = 1
export CORE_UTILIZATION = 40
==> /design/flow/constraint.sdc <==
current_design i2c_phy

set clk_period 4.9
set clk_io_pct 0.2

create_clock -name clk0 -period $clk_period [get_ports {clk_50m}]

set non_clock_inputs [all_inputs -no_clocks]
set_input_delay [expr $clk_period * $clk_io_pct] -clock clk0 $non_clock_inputs
set_output_delay [expr $clk_period * $clk_io_pct] -clock clk0 [all_outputs]
==> changes_impl.md <==
### Changed

* YS chip area at 5470 sq um
* Tool Error: [error] [KeplerFormal.cpp:679] Workflow failed: Iso has multiple drivers: .SCL0, SCL$_SDFFE_PN0P_.Q0
* Port bufs at 35
* Ports at 38
* Yosys Warn Count at 3
* Main synth FF type: dfxtp_1
* CTS sink count at 75
* Post-CTS Hold Buffers at 0
* Failed at: clock tree synthesis
* Ys cells at 695
* Share of flip-flops with an asynchronous set or reset at 0
* Status: did not finish
* Htree depth at 3
* Syn avg cell area at 7.87 sq um
* Gpl congestion at 0.961
* Area post-placement at 5980 sq um
* Post-CTS Setup Bufs at 0
* Mapped Area at 5470 sq um
* Clk buf depth at 2
* Worst slack, placed at 0.458 ns
* Flip-flops with a built-in enable at 8
* Die Span X at 119 um
* Post-Syn Instances at 695
* FP Util at 0.411
* Number of buffers created by CTS at 9
* Synth Register Bits at 75
* Seq/Total Area, Yosys at 0.289
* Row count at 42
* Die H at 119 um
* DP HPWL at 11.6 mm
* Root Driver: clkbuf_16
* Synth cell types at 76
* CTS resizes at 0
-- cell families after synthesis --
family,count (synthesis),synth area share
muxes,11,0.0297
AOI/OAI and AO/OA,171,0.206
and+or+nand+nor,311,0.305
DFF,75,0.289
adders and majority gates,22,0.0503
xor gates and xnor gates,46,0.0737
buffers and inverters,58,0.0458
other,1,0.000686
-- cell usage after synthesis (all sizes together), types with 5 or more instances --
master	number	share of area
a21oi	38	0.035
edfxtp	8	0.044
clkbuf	29	0.020
buf	12	0.014
o211ai	6	0.0082
a211oi	7	0.014
nor2	84	0.060
nor4b	5	0.0080
and4	5	0.0080
a22oi	17	0.023
nand3	27	0.026
or3	6	0.0069
o21ai	44	0.040
o22ai	8	0.0092
ha	22	0.050
dfxtp	67	0.25
xnor2	22	0.035
xor2	24	0.038
nand2	57	0.040
and3	11	0.013
or2	11	0.013
or4	6	0.0096
inv	15	0.010
and2	8	0.0096
nand4	29	0.033
mux2i	5	0.0092
nor3	24	0.026
nor2b	11	0.013
nand2b	6	0.0082
a31oi	13	0.015
nor4	11	0.016
-- stage by stage --
stage	instances	power (mW)
2_1_floorplan	697	0.728
3_3_place_gp	883	0.775
3_5_place_dp	883	0.775
Power figures rest on the tool's default switching activity, not on a simulated workload.
